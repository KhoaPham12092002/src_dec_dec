### /design/flow/design.v
module converter(
	input  logic 		clk, rst_n,
	input  logic [31:0] 	result,
        input  logic [31:0]     io_sw_i,
	output logic [31:0] 	temp9, temp8, temp7, temp6, temp5, temp4, temp3, temp2, temp1, temp0,
	output logic 		busy9, busy8, busy7, busy6, busy5, busy4, busy3, busy2, busy1, busy0,
	output logic		valid9, valid8, valid7, valid6, valid5, valid4, valid3, valid2, valid1, valid0,
	output logic            done9, done8, done7, done6, done5, done4, done3, done2, done1, done0,
	output logic [31:0]     digit9, digit8, digit7, digit6, digit5, digit4, digit3, digit2, digit1, digit0						
);
logic start; 
assign start = (io_sw_i == result) ? 1 : 0;
division	d0(
    .clk(clk),
    .rst_ni(rst_n),              
    .start(start),           
    .a(result),
    .b(32'd10), 
    .busy(busy0),
    .done(done0),
    .valid(valid0),    
    .val(temp0),
    .rem(digit0)
); 
division	d1(
    .clk(clk),
    .rst_ni(rst_n),              
    .start(valid0),           
    .a(temp0),
    .b(32'd10), 
    .busy(busy1),
    .done(done1),
    .valid(valid1),   
    .val(temp1),
    .rem(digit1)
); 
division	d2(
    .clk(clk),
    .rst_ni(rst_n),              
    .start(valid1),           
    .a(temp1),
    .b(32'd10), 
    .busy(busy2),
    .done(done2),
    .valid(valid2),   
    .val(temp2),
    .rem(digit2)
); 
division	d3(
    .clk(clk),
    .rst_ni(rst_n),              
    .start(valid2),           
    .a(temp2),
    .b(32'd10), 
    .busy(busy3),
    .done(done3),
    .valid(valid3),   
    .val(temp3),
    .rem(digit3)
); 
division	d4(
    .clk(clk),
    .rst_ni(rst_n),              
    .start(valid3),           
    .a(temp3),
    .b(32'd10), 
    .busy(busy4),
    .done(done4),
    .valid(valid4),   
    .val(temp4),
    .rem(digit4)
); 
division	d5(
    .clk(clk),
    .rst_ni(rst_n),              
    .start(valid4),           
    .a(temp4),
    .b(32'd10), 
    .busy(busy5),
    .done(done5),
    .valid(valid5),   
    .val(temp5),
    .rem(digit5)
); 
division	d6(
    .clk(clk),
    .rst_ni(rst_n),              
    .start(valid5),           
    .a(temp5),
    .b(32'd10), 
    .busy(busy6),
    .done(done6),
    .valid(valid6),   
    .val(temp6),
    .rem(digit6)
); 
division	d7(
    .clk(clk),
    .rst_ni(rst_n),              
    .start(valid6),           
    .a(temp6),
    .b(32'd10), 
    .busy(busy7),
    .done(done7),
    .valid(valid7),   
    .val(temp7),
    .rem(digit7)
); 
division	d8(
    .clk(clk),
    .rst_ni(rst_n),              
    .start(valid7),           
    .a(temp7),
    .b(32'd10), 
    .busy(busy8),
    .done(done8),
    .valid(valid8),   
    .val(temp8),
    .rem(digit8)
); 
division	d9(
    .clk(clk),
    .rst_ni(rst_n),              
    .start(valid8),           
    .a(temp8),
    .b(32'd10), 
    .busy(busy9),
    .done(done9),
    .valid(valid9),   
    .val(temp9),
    .rem(digit9)
); 	
endmodule
module division #(parameter WIDTH = 32) (
    input  logic        clk,         
    input  logic        rst_ni,
    input  logic        start,           
    input  logic [WIDTH-1:0]  a,       
    input  logic [WIDTH-1:0]  b,       
    output logic        busy,            
    output logic        done,            
    output logic        valid,           
    output logic [WIDTH-1:0] val,         
    output logic [WIDTH-1:0] rem          
    );
    logic [WIDTH-1:0]    b1;              
    logic [WIDTH-1:0]    quo, quo_next;   
    logic [WIDTH:0]      acc, acc_next;   
    logic [$clog2(WIDTH)-1:0] i;          
    always_comb begin
        if (acc >= {1'b0, b1}) begin
            acc_next = acc - b1;
            {acc_next, quo_next} = {acc_next[WIDTH-1:0], quo, 1'b1};
        end else begin
            {acc_next, quo_next} = {acc, quo} << 1;
        end
    end
    always_ff @(posedge clk, negedge rst_ni) begin
        if (!rst_ni) begin
            busy  <= 0;
            done  <= 0;
            valid <= 0;
            val   <= 0;
            rem   <= 0;
            valid <= 0;
            i     <= 0;
        end
        else begin
            if (start && (i < 31)) begin
                busy <= 1;
                b1 <= b;
                {acc, quo} <= {{WIDTH{1'b0}}, a, 1'b0};   
            end
            if (busy && (i == 31)) begin   
                busy  <= 0;
                done  <= 1;
                valid <= 1;
                val   <= quo_next;
                rem   <= acc_next[WIDTH:1];  
                i     <= 31;
            end
            else if (busy) begin   
                i     <= i + 1;
                acc   <= acc_next;
                quo   <= quo_next;
            end
        end
    end
endmodule
### /design/flow/run.sh
#!/bin/bash
# OpenROAD 26Q1-2900-gdf79404cd8, Yosys 0.63+post, stock flow scripts
make -C /OpenROAD-flow-scripts/flow DESIGN_CONFIG=/design/flow/config.mk WORK_HOME=/design/flow/orfs finish
### /design/flow/config.mk
export PLATFORM = sky130hd
export DESIGN_NAME = converter
export DESIGN_NICKNAME = converter
export VERILOG_FILES = /design/flow/design.v
export SDC_FILE = /design/flow/constraint.sdc
export NUM_CORES = 4
export LEC_CHECK = 1
export CORE_UTILIZATION = 40
### /design/flow/constraint.sdc
current_design converter

set clk_period 10.0
set clk_io_pct 0.2

create_clock -name clk0 -period $clk_period [get_ports {clk}]

set non_clock_inputs [all_inputs -no_clocks]
set_input_delay [expr $clk_period * $clk_io_pct] -clock clk0 $non_clock_inputs
set_output_delay [expr $clk_period * $clk_io_pct] -clock clk0 [all_outputs]
==> impl_metrics.toml <==
# implementation run metrics
[clock_network]
htree_num_levels = 4
cts-root-to-sink-buffers = 3
numCtsBuffers = 153
tritoncts = "built"
cts_hold_buf = 0
clock_tree.root_cell = "sky130_fd_sc_hd__clkbuf_16"
clk_pin_slew_ns = 0.06
post-cts-setup-buffer-count = 0
clock.latency.late_pin_ns = 0.76
clock_sinks = 1360
resize_count_post_cts = 0

[worst_setup_path]
reg2regPathDepth = 6
cp.arrival_ns = 4.88
worst-r2r-setup-slack_ns = 6.52
worst_setup_path_startpoint = "io_sw_i[22]"
endpoint = "d0.quo[21]"
regToRegStartpoint = "d0.acc[12]"
worstSetupEndpointType = "register"
kind_of_start_point_of_the_critical_path = "primary input"
worstPathRequired_ns = 10.50
critPathKind = "in2reg"
worstReg2RegEnd = "d0.acc[3]"
worst-path-max-fanout = 51

[route]
routed_wirelength_microns = 178000
insertedDiodeCount = 0
drt-pass1-iter-count = 5
drtAntennaViolNets = 0
drt_iter0_markers = 2833
number_of_design_rule_violations_left_after_detail_routing = 0
vias_per_cell = 5.34
routed-via-count = 45300
wl_per_cell_microns = 21.0

[global_routing]
grt_antenna_before_repair = 1
grt_usage = 0.233
grt_start_max_net_pins = 124
wire_length_of_the_first_global_routing_pass_microns = 273000
grt.overflow.total = 0
grt_pass1_vias = 44000

[die]
die_height_microns = 401
placementRows = 145
dieWidth_microns = 401
core_area_sq_um = 157000
die_area_sq_um = 160000
num_io_pins = 736
core_util_floorplan = 0.405

[yosys]
synth-edff-count = 650
synthDistinctLibCells = 80
synthesis.yosys.warnings = 1
syn_avg_cell_area_sq_um = 11.2
yosys_stat_cell_total = 5680
ys_seq_frac = 0.587
post_synth_inst_count = 5680
yosys_stat_area_sq_um = 63500
flop_cell = "sky130_fd_sc_hd__dfrtp_1"
synth.ff_latch_count = 1360
async_flop_share = 0.522
synth_area_sq_um = 63500

[timing]
finalSetupViolations = 0
period_minus_slack_ns = 4.38
timing.slew.headroom = 0.395
timing_max_transition_violations_final = 0
rsz0062_at_grt = "no"
min_period_over_period = 0.438
worst_slew_pin_slew_ns = 0.904
setup_ws_ns = 5.62
final.setup_skew_ns = 0.0289
timing.setup.tns_ns = 0
hold_fails_final_rpt = 0
max_freq_mhz = 228

[power]
ir_worst_vdd_v = 0.000148
power_per_cell_area_nw_per_um2 = 158
static-leakage-power_uw = 0.0321

[cells_and_area]
fraction_of_final_layout_cells_with_drive_strength_greater_than_1 = 0.111
synthToLayoutAreaGrowth_pct = 22.7

[job]
tool_warnings = 40
max_cap_viol_count = 0

[place]
dp_worst_setup_slack_ns = 4.85
portbufs = 735
dp_hpwl_microns = 127000
gp_routability_congestion = 0.925

[min_path]
hold_depth = 2
hold_path.class = "reg2reg"

[run_status]
status = "finished, final reports clean"
## per-layer routing
metal	vias up	share of wire	global-route usage
met5	-	0	0
met4	0	0.034	0.0628
met3	242	0.11	0.104
met2	1187	0.45	0.335
met1	22100	0.41	0.336
li1	21800	-	-
## worst max-delay path: stages
cell                              delay [ns]
sky130_fd_sc_hd__clkdlybuf4s50_1        0.56
sky130_fd_sc_hd__xor2_1                 0.24
sky130_fd_sc_hd__nor4_1                 0.29
sky130_fd_sc_hd__o2111ai_1              0.26
sky130_fd_sc_hd__nor4_2                 0.19
sky130_fd_sc_hd__buf_4                  0.31
sky130_fd_sc_hd__buf_4                  0.63
sky130_fd_sc_hd__mux2i_1                0.24
sky130_fd_sc_hd__o21ai_0                0.08
## where the power goes
part           total [uW]  leakage (uW)  switching (uW)  internal [uW]
logic                 497        0.0136             294            203
registers            6250        0.0161             171           6070
clock network        5550       0.00242            2320           3230
## area by class of cell
class,instances,area [sq um]
tap,2058,2570
clock buffer,232,4490
fill,13800,79000
multi-input combinational,3925,24900
sequential,1360,37300
timing repair buffer,821,8100
inverter,32,120
clock inverter,53,457
## per-stage QoR
stage / instance area [sq um] / hold WS, ns / power [uW] / utilization / cells
after CTS: 78000 / 0.483 / 12500 / 0.497 / 8481
after floorplan: 63500 / 0.426 / 6530 / - / 5680
after global routing: 78000 / 0.493 / 12700 / 0.497 / 8481
after detailed placement: 73000 / 0.470 / 6860 / 0.465 / 8196
final: 78000 / 0.476 / 12300 / 0.497 / 8481
after global placement: 73000 / 0.463 / 6850 / 0.465 / 8196
## Yosys cell counts (all sizes together) (13+ instances only)
cell	count	area (sq um)
a22o	15	131
nand3	133	666
or3	28	175
o211ai	22	165
mux2i	326	3260
nor3	82	442
xnor2	194	1700
a21oi	80	400
nor2	152	573
and3	17	106
o21a	17	128
a211oi	24	180
or4	48	364
dfrtp	710	17800
a2111oi	21	243
buf	67	329
nand3b	13	101
and2	16	100
xor2	117	1020
nand2b	44	275
clkbuf	296	1110
inv	32	120
edfxtp	650	19500
nor4	88	603
o22ai	31	194
o21ai	972	4860
mux2	336	3780
nor2b	18	113
nand2	967	3630
ha	30	375
nand4	25	156
## state kept, by name (all words and copies together), names as in the netlist, 33 cells and up
register / cells
d4.acc: 33
d9.acc: 33
d8.acc: 33
d0.acc: 33
d1.acc: 33
d6.acc: 33
d5.acc: 33
d3.acc: 33
d7.acc: 33
d2.acc: 33
## layout by cell type, fill, tap and decap left out, drive strengths merged, types with 22 or more instances in the layout
master           n
a211oi          24
a21oi           80
buf             87
clkbuf         232
clkdlybuf4s50  734
clkinv          38
dfrtp          710
edfxtp         650
ha              30
inv             39
mux2           336
mux2i          326
nand2          967
nand2b          44
nand3          133
nand4           25
nor2           152
nor3            82
nor4            88
o211ai          22
o21ai          972
o22ai           31
or3             28
or4             48
xnor2          194
xor2           117
## how the worst min path moves through the flow
stage | from | endpoint
after CTS | d8.rem[31] | d8.rem[31]
after global routing | d8.rem[19] | d8.rem[19]
final | d4.rem[22] | d4.rem[22]
## kinds of logic after synthesis
logic type / share of synthesized area
compound gates: 0.106
xor+xnor: 0.0429
fa+ha+maj: 0.00591
buf+inv: 0.0246
flops: 0.587
mux: 0.111
simple gates: 0.123
Power figures rest on the tool's default switching activity, not on a simulated workload.
